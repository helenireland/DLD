[flow/config.mk]
export PLATFORM = sky130hd
export DESIGN_NAME = RCA
export DESIGN_NICKNAME = RCA
export VERILOG_FILES = /design/flow/design.v
export SDC_FILE = /design/flow/constraint.sdc
export NUM_CORES = 4
export LEC_CHECK = 1
export CORE_AREA = 10 10 70 70
export DIE_AREA = 0 0 80 80
[flow/constraint.sdc]
current_design RCA

set clk_period 3.7
set clk_io_pct 0.2

create_clock -name clk0 -period $clk_period

set non_clock_inputs [all_inputs -no_clocks]
set_input_delay [expr $clk_period * $clk_io_pct] -clock clk0 $non_clock_inputs
set_output_delay [expr $clk_period * $clk_io_pct] -clock clk0 [all_outputs]
[flow/design.v]
module silly (input  logic a, b, c, output logic y, sum);
  assign sum = a ^ b ^ c;
  assign y = (a & b) | (a & c) | (b & c);
endmodule
module RCA (input logic [3:0] a, b, input logic c, output logic y, output logic [3:0] sum);
  logic [2:0] cin;
  silly FA0 (a[0], b[0], c, cin[0], sum[0]); 
  silly FA1 (a[1], b[1], cin[0], cin[1], sum[1]);
  silly FA2 (a[2], b[2], cin[1], cin[2], sum[2]);
  silly FA3 (a[3], b[3], cin[2], y, sum[3]);
endmodule
[flow/run.sh]
#!/bin/bash
# OpenROAD 26Q1-2900-gdf79404cd8, Yosys 0.63+post, stock flow scripts
make -C /OpenROAD-flow-scripts/flow DESIGN_CONFIG=/design/flow/config.mk WORK_HOME=/design/flow/orfs finish
==> flow_summary.json <==
{
  "design_area_um2": 320,
  "tightestPinTransition_ns": 0.0972,
  "syn_area_um2": 148,
  "top_level_ports": 14,
  "drt_iter0_drc": 0,
  "grt_max_degree": 2,
  "p_leak_nw": 0.144,
  "chipArea_um2": 6400,
  "post-cts-setup-buffers": 0,
  "min_from": "c",
  "dr.pass1.iters": 1,
  "min_period_ns": 3.40,
  "startpoint_type": "input port",
  "gr-total-overflow": 0,
  "n_fill_cell": 405,
  "combPwrFrac_pct": 100.0,
  "gp_congestion": 0.779,
  "synthCells": 18,
  "synth_seq_share_pct": 0,
  "pwr-share-clk_pct": 0,
  "holdPathStages": 5,
  "hold_viol_final": 0,
  "placed_cells": 74,
  "fin_hold_ws_ns": 2.29,
  "grtUsageTotal_pct": 1.27,
  "relSlewSlack_pct": 93.5,
  "final_common_cell": "clkdlybuf4s50_1",
  "top_area_cell": "fa_1",
  "fp-utilization_pct": 4.32,
  "crit_path_start": "a[0]",
  "fmax_ghz": 0.294,
  "slew_violations": 0,
  "cp-end-kind": "output port",
  "synth.avg_cell_area_um2": 8.20,
  "status": "complete, no violations",
  "netlist.area_leader.share_pct": 54.2,
  "final_core_util_pct": 9.38,
  "synth_cell_type_count": 3,
  "fin_tns_setup_ns": 0,
  "ant_nets": 0,
  "critPathKind": "in -> out",
  "grt_setup_unrepaired": "no",
  "path_max_fanout": 1,
  "vias": 130,
  "p_sw_uw": 11.8,
  "tool_warnings": 32,
  "power_uw": 37.6,
  "dp_slack_ns": -0.255,
  "wire_per_inst_um": 5.85,
  "antenna_found_initial": 0,
  "dpl-instance-area_um2": 315,
  "setup_viol": 0,
  "layout_top_cells": "9 x clkdlybuf4s50_1, 5 x inv_2, 5 x inv_1, 4 x dlygate4sd2_1, 3 x fa_2",
  "comb_area_um2": 87.6,
  "yosysWarnings": 0,
  "area_delta_synth_final_pct": 117,
  "ys_cells": 18,
  "wl_um": 433,
  "min_path_type": "in -> out",
  "seqPwrFrac_pct": 0,
  "antennaDiodeCount": 0,
  "ys_chip_area_um2": 148,
  "viasPerCell": 1.76,
  "grt_pass1_wl_um": 655,
  "row_count": 21,
  "port_buffers": 14,
  "layout-drive-gt1-share_pct": 28.6,
  "p_int_uw": 25.8,
  "switching_share_pct": 31.4,
  "p_per_area_nw_per_um2": 117,
  "regArea_um2": 0,
  "seq_cells": 0,
  "worst_slack_ns": 0.298,
  "route.detailed.drc": 0,
  "fin_crit_sh_pct": 91.9,
  "maxCapViolations": 0,
  "die_y_um": 80,
  "required_ns": 2.96,
  "nClkBuffers": 0,
  "fp.dieW_um": 80,
  "core_um2": 3420,
  "area_leaders": "fa_1 54%, inv_1 25%, buf_4 20%",
  "peakVddDrop_mv": 0.0255,
  "arrival_ns": 2.66,
  "hpwl_um": 413,
  "final_cells": 74,
  "grt_pass1_vias": 155
}
[logic make-up after synthesis]
group / after synthesis / share of synthesized area [%]
buffers and inverters: 14 / 45.8
adders and majority gates: 4 / 54.2
[Yosys cell counts]
cell type,n
fa_1,4
buf_4,4
inv_1,10
[final timing paths]
| path | end | slack, ns |
|---|---|---|
| max | sum[3] | 0.30 |
| min | sum[0] | 2.29 |
[what timing repair did]
item	4_1_cts	5_1_grt
gates cloned	0	0
pin swaps	4	3
setup endpoints to repair	2	1
resized	11	2
hold buffers	0	0
[routing by layer]
layer / track usage, % / part of all wire, %
met2: 1.28 / 25
met4: 0 / 0
met3: 0.909 / 24
met5: 0 / 0
met1: 2.06 / 51
[critical path, stage by stage]
cell,delay (ns)
dlygate4sd2_1,0.24
inv_2,0.06
fa_2,0.20
inv_2,0.04
fa_2,0.34
fa_2,0.34
inv_2,0.06
fa_1,0.40
inv_1,0.06
dlygate4sd2_1,0.19
[power groups by stage]
stage,logic [mW],registers [mW],clock network [mW]
CTS,0.0392,0,0
global route,0.0444,0,0
finish,0.0376,0,0
[cell type report]
type	count	area share, %
timing repair buffer	14	43.0
multi-input combinational	4	27.3
tap	46	18.0
inverter	10	11.7
Power and IR drop assume default switching activity.
